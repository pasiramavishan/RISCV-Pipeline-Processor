==> /design/flow/config.mk <==
export PLATFORM = sky130hd
export DESIGN_NAME = DataMem
export DESIGN_NICKNAME = DataMem
export VERILOG_FILES = /design/flow/design.v
export SDC_FILE = /design/flow/constraint.sdc
export NUM_CORES = 4
export LEC_CHECK = 1
export CORE_UTILIZATION = 40
==> /design/flow/constraint.sdc <==
current_design DataMem

set clk_period 9.0
set clk_io_pct 0.2

create_clock -name clk0 -period $clk_period [get_ports {clk}]

set non_clock_inputs [all_inputs -no_clocks]
set_input_delay [expr $clk_period * $clk_io_pct] -clock clk0 $non_clock_inputs
set_output_delay [expr $clk_period * $clk_io_pct] -clock clk0 [all_outputs]
==> /design/flow/design.v <==
module DataMem(
    input logic clk, rstn, WriteEn, ReadEn,
    input logic [2:0] funct3,
    input logic [31:0] Addr, WriteData, 
    output logic [31:0] ReadData
);
    logic [31:0] memory [69:0];
    always_ff @(posedge clk or negedge rstn) begin
        if (!rstn) begin
		     memory[0] <= 32'd10;
			  memory[1] <= 32'd9;
			  memory[2] <= 32'd8;
			  memory[3] <= 32'd12;
			  memory[4] <= 32'd15;
			  memory[5] <= 32'd20;
			  memory[6] <= 32'd18;
			  memory[7] <= 32'b10100101001000010100101010101011;
			  memory[8] <= 32'd25;
			  memory[9] <= 32'd22;
			  memory[10] <= 32'd32;
			  memory[11] <= 32'd16;
			  memory[12] <= 32'd24;
              memory[13] <= 32'd29;
			  memory[14] <= 32'd5;
			  memory[15] <= 32'd40;
			  memory[16] <= 32'd11;
			  memory[17] <= 32'd28;
			  memory[18] <= 32'd17;
			  memory[19] <= 32'd9;
			  memory[20] <= 32'd33;
			  memory[21] <= 32'd21;
			  memory[22] <= 32'd6;
			  memory[23] <= 32'd27;
			  memory[24] <= 32'd14;
			  memory[25] <= 32'd31;
			  memory[26] <= 32'd13;
			  memory[27] <= 32'd19;
			  memory[28] <= 32'd38;
			  memory[29] <= 32'd42;
			  memory[30] <= 32'd26;
			  memory[31] <= 32'd7;
			  memory[32] <= 32'd45;
			  memory[33] <= 32'd2;
			  memory[34] <= 32'd34;
			  memory[35] <= 32'd50;
			  memory[36] <= 32'd30;
			  memory[37] <= 32'd16;
			  memory[38] <= 32'd23;
			  memory[39] <= 32'd12;
			  memory[40] <= 32'd3;
			  memory[41] <= 32'd55;
			  memory[42] <= 32'd173;
			  memory[43] <= 32'd41;
			  memory[44] <= 32'd18;
			  memory[45] <= 32'd20;
			  memory[46] <= 32'd4;
			  memory[47] <= 32'd36;
			  memory[48] <= 32'd9;
			  memory[49] <= 32'd37;
			  memory[50] <= 32'd25;
			  memory[51] <= 32'd15;
			  memory[52] <= 32'd28;
			  memory[53] <= 32'd43;
			  memory[54] <= 32'd31;
			  memory[55] <= 32'd48;
			  memory[56] <= 32'd13;
			  memory[57] <= 32'd39;
			  memory[58] <= 32'd24;                  
			  memory[59] <= 32'b11010100100101001010001011111010;
			  memory[60] <= 32'd22;
			  memory[61] <= 32'd51;
			  memory[62] <= 32'd46;
			  memory[63] <= 32'd19;
			  memory[64] <= 32'd8;
			  memory[65] <= 32'd40;
			  memory[66] <= 32'd32;
			  memory[67] <= 32'd11;
			  memory[68] <= 32'd47;
			  memory[69] <= 32'd17;
        end else begin
            if (WriteEn) begin
                if (funct3 == 3'b000) begin
                    memory[Addr][7:0] <= WriteData[7:0];    
				end
                else if (funct3 == 3'b001) begin
                    memory[Addr][15:0] <= WriteData[15:0];
				end 
                else begin
                    memory[Addr] <= WriteData;
				end       
            end
        end
    end   
    assign ReadData = (ReadEn) ? memory[Addr] : 32'd0;
endmodule
==> /design/flow/run.sh <==
#!/bin/bash
# OpenROAD 26Q1-2900-gdf79404cd8, Yosys 0.63+post, stock flow scripts
make -C /OpenROAD-flow-scripts/flow DESIGN_CONFIG=/design/flow/config.mk WORK_HOME=/design/flow/orfs finish
==> flow_summary.ini <==
; flow metrics
[final_timing]
maxSlewViolCount = 0
relSlewSlack_pct = 17.0
finalSetupViolations = 0
worst_slack_ns = 0.414
fin_hold_ws_ns = 0.498
fin_skew_ns = 0
finalCriticalPeriod_ns = 8.59
rsz0062_at_grt = false
fin_crit_sh_pct = 95.4
hold_violations = 0
worstMarginPinSlew_ns = 1.24
fmax_mhz = 116
fin_setup_tns_ns = 0

[clocking]
cts_max_level = 4
clk_path_buf_depth = 3
cts_buffers = 229
insertion_delay_ns = 0.94
cts.clk_slew.worst_paths_ns = 0.06
cts.sinks = 2240
cts_root_buffer = clkbuf_16
ctsResizeCount = 0
postCtsSetupBuffers = 0
cts_tree = yes
cts_hold_buf = 0

[logic_synthesis]
syn_area_mm2 = 0.0999
synth.distinct_cells = 81
synth_top_cell_by_count = mux2_2
yosys_most_used_dff = dfrtp_1
synth-seq-cells = 2240
area_leaders = dfrtp_1, mux2_2, dfstp_2
async_flop_share_pct = 100
synth_warnings = 2
top_cell_area_share_pct = 50.7
yosys_area_mm2 = 0.0999
synth.avg_cell_area_um2 = 13.6
synth_seq_share_pct = 56.4
yosysCellCount = 7344
yosys.area.top_type = dfrtp_1
syn_inst = 7344
edf_count = 0
common_cells = mux2_2, dfrtp_1, a22oi_1, clkbuf_1, dfstp_2

[floorplanning]
initial_utilization_pct = 40.2
core_area_mm2 = 0.248
ios = 103
die_area_mm2 = 0.252
die_x_um = 502
row_count = 183
die_h_um = 502

[power]
p_per_area_mw_per_mm2 = 203
power.leakage_nw = 52.9
ir_worst_vdd_uv = 194

[drt]
drc = 0
routed_via_density = 6.60
dr_total_vias = 72463
initialDrtViolationCount = 6833
routed_wl_mm = 447
wl_per_cell_um = 40.7
ant_nets = 0
first_pass_iters = 6

[layout]
layout-drive-gt1-share_pct = 45.3
top_register = memory
largestRegisters = memory (2240)
design_area_mm2 = 0.114
area_growth_pct = 14.0
largest_register_ffs = 2240

[grt]
antenna_found_initial = 28
grt_pass1_wl_mm = 608
grt_max_degree = 129
grt_overflow_total = 0
grt_pass1_vias = 72050
grt.total_usage_pct = 37.2

[setup_path]
crit_type = in -> out
end_kind = output pin
critPathLaunchType = input pin
required_ns = 7.20
crit_arrival_ns = 6.79
crit_fanout = 33

[placement]
gp_congestion = 1.01
hpwl_mm = 287
portBuffers = 77
pre_cts_ws_ns = 0.746
post_dp_cell_area_mm2 = 0.106

[min_path]
worstHoldPathType = reg -> reg

[run]
cap_violations = 0
warnings = 99

[status]
status = finished clean
==> cell type report <==
type / count / area [µm²]
well taps: 3330 / 4170
repair buffers: 513 / 4360
clock buffers: 372 / 6960
diodes: 28 / 70.1
fillers: 21332 / 135000
flip-flops and latches: 2240 / 56300
clock inverters: 56 / 897
inverters: 7 / 26.3
multi-input cells: 4438 / 41100
==> path summary, 6_finish.rpt <==
| check | startpoint | endpoint | slack (ns) | depth (start not counted) |
|---|---|---|---|---|
| min | memory[60][25] | memory[60][25] | 0.50 | 1 |
| max in group asynchronous | rstn | memory[14][22] | 5.57 | 4 |
| max reg2reg | memory[3][7] | memory[3][7] | 8.08 | 1 |
| max | Addr[2] | ReadData[4] | 0.41 | 11 |
| min in group asynchronous | rstn | memory[27][2] | 0.84 | 1 |
| min reg2reg | memory[60][25] | memory[60][25] | 0.50 | 1 |
==> report_power, final <==
group | internal, W | switching, W | leakage, nW
clock | 0.00578 | 0.00419 | 3.84
combinational | 0.000770 | 0.00117 | 19.2
sequential | 0.0109 | 0.000357 | 29.9
total | 0.0174 | 0.00571 | 52.9
==> metrics by stage <==
| stage | utilization (%) | power [W] | cells |
|---|---|---|---|
| 6_report | 45.8 | 0.0231 | 10984 |
| 3_5_place_dp | 42.7 | 0.0133 | 10528 |
| 4_1_cts | 45.8 | 0.0231 | 10956 |
| 5_1_grt | 45.8 | 0.0237 | 10959 |
| 2_1_floorplan | - | 0.0123 | 7344 |
| 3_3_place_gp | 42.7 | 0.0132 | 10528 |
==> routing by layer <==
metal  wire length [µm]  vias up  track usage (%)
li1                   -    28281                -
met1             159000    38119             46.0
met2             186000     4616             50.5
met3              67900     1397             22.3
met4              33100       50             21.8
met5                851        -             1.54
==> kinds of logic after synthesis <==
| logic type | count (synthesis) | synth area share [%] |
|---|---|---|
| flops | 2240 | 56.4 |
| simple gates | 775 | 4.20 |
| xor+xnor | 1 | 0.00877 |
| buf+inv | 666 | 2.86 |
| mux | 2365 | 26.6 |
| compound gates | 1297 | 9.95 |
==> critical path: stages <==
cell and delay, ns:
buf_4 0.46, buf_4 0.57, nor4bb_4 0.12, nand2b_1 0.68, nor2_1 0.14, a221oi_1 0.77, nand3_1 0.23, nor4_1 0.82
buf_4 0.23, a41oi_1 0.32, clkdlybuf4s50_1 0.53
==> placed cells by master (no fill, tap or decap), types with 19 or more instances in the layout <==
cell,instances
diode_2,28
a21oi_1,108
clkdlybuf4s50_1,35
nand4_1,86
nor4_1,50
buf_12,38
dfstp_2,216
clkbuf_16,229
a221oi_1,91
o22ai_1,58
a311oi_1,19
a32oi_1,49
nand2_1,133
nand3_1,174
mux2i_1,74
a22o_1,132
nor2_2,58
clkbuf_8,70
a31oi_1,47
buf_4,404
nor2_1,56
a22oi_1,546
o21ai_0,42
a222oi_1,80
clkinv_2,20
nor3_1,70
mux2_2,2283
and3_1,22
dfrtp_1,2024
clkbuf_1,74
buf_2,34
Power is estimated from default activity; no workload was simulated.
