## config.mk

```make
export PLATFORM = sky130hd
export DESIGN_NAME = DecodeExecutionPipe
export DESIGN_NICKNAME = DecodeExecutionPipe
export VERILOG_FILES = /design/flow/design.v
export SDC_FILE = /design/flow/constraint.sdc
export NUM_CORES = 4
export LEC_CHECK = 1
export CORE_AREA = 10 10 229 229
export DIE_AREA = 0 0 239 239
```

## constraint.sdc

```tcl
current_design DecodeExecutionPipe

set clk_period 1.4
set clk_io_pct 0.2

create_clock -name clk0 -period $clk_period [get_ports {clk}]

set non_clock_inputs [all_inputs -no_clocks]
set_input_delay [expr $clk_period * $clk_io_pct] -clock clk0 $non_clock_inputs
set_output_delay [expr $clk_period * $clk_io_pct] -clock clk0 [all_outputs]
```

## design.v

```verilog
module DecodeExecutionPipe (
    input logic clk, RegWrite, ALUSrc, MemWrite, Branch, MemRead, rstn, Jump, Jalr, stall, ALUSrc_A,
    input logic [1:0] ALUOp, MemtoReg, BranchOp,
    input logic [31:0] PC, 
    input logic [31:0] Extended_imm,
    input logic [31:0] ReadData1, ReadData2,
    input logic [4:0] rs1, rs2, rd,
  	input logic [31:0] instruction,
    output logic [4:0] rs1_out, rs2_out, rd_out,
    output logic [31:0] instruction_out, Extended_imm_out,
    output logic [31:0] ReadData1_out, ReadData2_out,
    output logic [31:0] PC_next, PC_jump,
    output logic RegWrite_out, ALUSrc_out, MemWrite_out, Branch_out, MemRead_out, Jump_out, Jalr_out, ALUSrc_out_A,
    output logic [1:0] ALUOp_out, MemtoReg_out  
);  
    logic flush;
    assign flush = (BranchOp == 2'b00 || BranchOp == 2'b10) ? 1'b1 : 1'b0;
    always_ff @(posedge clk or negedge rstn) begin
        if(!rstn) begin
            RegWrite_out <= 0;
            ALUSrc_out <= 0;
            MemWrite_out <= 0;
            Branch_out <= 0;
            MemRead_out <= 0;
            MemtoReg_out <= 1;
            ALUOp_out <= 0;
            ALUSrc_out_A <= 0;
            PC_next <= 0;
            ReadData1_out <= 0;
            ReadData2_out <= 0;
            rs1_out <= 0;
            rs2_out <= 0;
            rd_out <= 0;
            instruction_out <= 32'b00000000000000000000000000010011;
            PC_jump <= 0;
            Extended_imm_out <= 0; 
            Jump_out <= 0;
            Jalr_out <= 0;
        end else begin
		  if (flush) begin
			  RegWrite_out <= 0;
					ALUSrc_out <= 0;
					MemWrite_out <= 0;
					Branch_out <= 0;
					MemRead_out <= 0;
					MemtoReg_out <= 1;
					ALUOp_out <= 0;
                    ALUSrc_out_A <= 0;
					PC_next <= 0;
					ReadData1_out <= 0;
					ReadData2_out <= 0;
					rs1_out <= 0;
					rs2_out <= 0;
					rd_out <= 0;
					instruction_out <= 32'b00000000000000000000000000010011;
					PC_jump <= 0;
					Extended_imm_out <= 0; 
					Jump_out <= 0;
					Jalr_out <= 0;
			  end
			else if (!stall) begin
            RegWrite_out <= RegWrite;
            ALUSrc_out <= ALUSrc;
            MemWrite_out <= MemWrite;
            Branch_out <=  Branch;
            MemRead_out <=  MemRead;
            MemtoReg_out <= MemtoReg;
            ALUOp_out <= ALUOp;
            ALUSrc_out_A <= ALUSrc_A;
            PC_next <= PC;
            PC_jump <= PC;
            ReadData1_out <= ReadData1;
            ReadData2_out <= ReadData2;
            rs1_out <= rs1;
            rs2_out <= rs2;
            rd_out <= rd;
            instruction_out <= instruction;
            Extended_imm_out <= Extended_imm;
            Jump_out <= Jump;
            Jalr_out <= Jalr; 
			end
		end
    end
endmodule
```

## run.sh

```bash
#!/bin/bash
# OpenROAD 26Q1-2900-gdf79404cd8, Yosys 0.63+post, stock flow scripts
make -C /OpenROAD-flow-scripts/flow DESIGN_CONFIG=/design/flow/config.mk WORK_HOME=/design/flow/orfs finish
```

==> out/qor.yml <==
worst_setup_path:
  r2r_end: "PC_next[0]"
  cp.required_ps: 1120
  crit_fanout: 2
  cp.arrival_ps: 1130
  crit_start: "PC_next[26]"
  rr_worst_depth: 5
  start_kind: "flop"
  r2r_setup_slack_ps: 340
  end_kind: "output pin"
  reg2reg_from: "PC_next[0]"
  path_class: "reg2out"
synthesis:
  top_area_cell: "dfrtp_1"
  synth_warnings: 1
  async_flop_share: 1.00
  top_cells_by_area: "dfrtp_1, mux2i_1, nor2b_1"
  numSynthFlops: 187
  most_common_cell: "mux2i_1"
  avgSynthCellArea_um2: 13.1
  synth_chip_area_um2: 8290
  synth-edff-count: 0
  synth.cell_area_um2: 8290
  ys_seq_frac: 0.565
  yosys_cells: 634
  yosys-top-cells-count: "mux2i_1, dfrtp_1, nor2b_1"
  ys_types: 10
  yosysTopAreaCellShare: 0.553
  synthCells: 634
  ff_type: "dfrtp_1"
placement:
  portBuffers: 409
  post-place-cells: 1610
  dp_hpwl_mm: 20.1
  pre_cts_ws_ps: 114
  gp_congestion: 0.793
final_layout:
  fin_cells: 1713
  final_core_util: 0.284
  fillCellCount: 4873
  area_growth_pct: 62.8
  drive_gt1_frac: 0.264
final_timing:
  worst_pin_slew_ps: 591
  drv_slew: 0
  tns_ps: -8.50
  slew_headroom: 0.605
  hold_ws_ps: 24.2
  fmax_ghz: 0.710
  min_period_ps: 1410
  setup_viol: 1
  rsz0062_at_grt: "yes"
  fin_crit_sh: 1.01
  timing.final.ws_setup_ps: -8.50
  clock_skew_ps: 0
  hold_viol: 0
pwr:
  p_int_mw: 9.66
  switching_share: 0.245
  power_frac_clock: 0.369
  comb_power_share: 0.171
  switchingPower_mw: 3.13
  leakage_nw: 6.56
  ir_drop_mv: 0.878
  p_seq_frac: 0.460
  power_density_nw_per_um2: 948
route:
  via_count: 6145
  drt-initial-drc-count: 138
  drt-pass1-iter-count: 4
  drc: 0
  drt-total-wl_mm: 27.9
  vias_per_cell: 3.59
  ant_nets: 0
  wl_per_cell_um: 16.3
  diodes: 0
grt:
  grt_pass1_vias: 6653
  grt_usage: 0.0942
  antenna_found_initial: 0
  grt_max_degree: 83
  gr-total-overflow: 0
  grt_pass1_wl_mm: 41.2
cts:
  clock_latency_ps: 470
  clkSlewWorstSetupHoldPaths_ps: 70
  cts-htree-levels: 4
  cts_buffers: 17
  cts_tree: "yes"
  cts-root-buf: "clkbuf_16"
  cts.sinks: 187
  clk_path_buf_depth: 2
floorplanning:
  die_w_um: 239
  core-area_um2: 47500
  die_h_um: 239
  initial_core_util: 0.174
  row_count: 80
  die-area_um2: 57100
  io_pins: 411
worst_hold_path:
  hold_path_class: "in2async"
job:
  tool_warnings: 28
  maxCapViolCount: 0
status:
  status: "finished with violations"
  violations: "setup timing"
## flip-flops by register name (all words and copies together) (netlist names), 2 cells and up
name / count
rs2_out: 5
ReadData2_out: 32
PC_next: 32
ReadData1_out: 32
MemtoReg_out: 2
Extended_imm_out: 32
ALUOp_out: 2
rs1_out: 5
instruction_out: 32
rd_out: 5
## layer usage
metal  global-route usage  wire [um]  up-vias
met5                    0          0        -
met3               0.0570       3590       21
met2                0.145      12700      275
li1                     -          -     2962
met1                0.114      11100     2887
met4               0.0141        463        0
## power groups by stage
stage / logic, mW / registers (mW) / clock network (mW)
6_report: 2.19 / 5.88 / 4.72
4_1_cts: 2.26 / 5.88 / 4.99
5_1_grt: 2.41 / 5.92 / 5.16
## per-stage QoR
step | total power [mW] | area, um^2
final | 12.8 | 13500
after global routing | 13.5 | 13500
after CTS | 13.1 | 13600
after detailed placement | 8.24 | 12900
after global placement | 8.22 | 12900
after floorplan | 6.69 | 8290
## worst max-delay path, cell delays in order, from the launching register on
cell and delay, ps:
dfrtp_2 410, buf_6 130, buf_6 100
## final cells by class
class | count | area (um^2) | share of cell area
Clock buffer | 21 | 460 | 0.0341
Clock inverter | 10 | 93.8 | 0.00695
Multi-Input combinational cell | 374 | 3030 | 0.225
Tap cell | 615 | 769 | 0.0570
Timing Repair Buffer | 506 | 4450 | 0.330
Sequential cell | 187 | 4690 | 0.347
## what timing repair did
action                                  4_1_cts  5_1_grt
pin swaps                                     0        0
buffers inserted                             53       15
hold buffers                                  7        2
endpoints found under the setup margin      219       99
hold endpoints to repair                     31       26
gates resized                               662       44
## logic make-up (layout without fill, tap and decap cells)
kind of cell           Yosys count  count (layout)  synth area share
muxes                          187             187             0.226
DFF                            187             187             0.565
and+or+nand+nor                187             187             0.140
buffers and inverters           73             537            0.0689
## cell usage in the layout, fill, tap and decap left out, drive strengths merged
master and count:
buf 211, bufinv 1, clkbuf 66, clkdlybuf4s15 57, clkdlybuf4s50 187, clkinv 5, clkinvlp 3, dfrtp 183
dfstp 4, dlygate4sd3 6, inv 1, mux2i 187, nand2 4, nor2b 183
## worst max path at each step
stage,to,slack (ps),cells past startpoint
4_1_cts,PC_next[26],-70,2
5_1_grt,PC_next[26],-70,2
6_report,PC_next[26],-9,2
Power and IR drop assume default switching activity.
